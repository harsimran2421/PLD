File: config.mk
export PLATFORM = sky130hd
export DESIGN_NAME = pong
export DESIGN_NICKNAME = pong
export VERILOG_FILES = /design/flow/design.v
export SDC_FILE = /design/flow/constraint.sdc
export NUM_CORES = 4
export LEC_CHECK = 1
export CORE_UTILIZATION = 30
File: run.sh
#!/bin/bash
# OpenROAD 26Q1-2900-gdf79404cd8, Yosys 0.63+post, stock flow scripts
make -C /OpenROAD-flow-scripts/flow DESIGN_CONFIG=/design/flow/config.mk WORK_HOME=/design/flow/orfs finish
File: constraint.sdc
current_design pong

set clk_period 3.2
set clk_io_pct 0.2

create_clock -name clk0 -period $clk_period [get_ports {clock}]

set non_clock_inputs [all_inputs -no_clocks]
set_input_delay [expr $clk_period * $clk_io_pct] -clock clk0 $non_clock_inputs
set_output_delay [expr $clk_period * $clk_io_pct] -clock clk0 [all_outputs]
File: design.v
module pong(clock, reset, h_sync, v_sync, DAC_clock, vga_R, vga_G, vga_B, left_key, right_key, blank_n, left_key1, right_key1);
input clock, reset;
output reg [7:0] vga_R, vga_G, vga_B;
wire VGA_clock;
output h_sync, v_sync, DAC_clock;
input left_key, right_key, left_key1, right_key1;
output blank_n;
wire R,G,B;
wire displayArea;
wire [9:0] CounterX;
wire [8:0] CounterY;
reg colour;
reg end_game=0;
clock_divide red(clock,VGA_clock);
VGA_gen gen1(VGA_clock, CounterX, CounterY, displayArea, h_sync, v_sync, blank_n);
updateclock UPDATE(clock,update);
assign DAC_clock = VGA_clock;
reg [8:0] bar;
reg [8:0] bar1;
reg [8:0] temp;
reg [2:0] left_keyr, right_keyr;
reg [2:0] left_keyr1, right_keyr1;
always @(posedge VGA_clock) 
	left_keyr <= {left_keyr[1:0], left_key};
always @(posedge VGA_clock) 
	right_keyr <= {right_keyr[1:0], right_key};
always @(posedge VGA_clock) 
	left_keyr1 <= {left_keyr1[1:0], left_key1};
always @(posedge VGA_clock) 
	right_keyr1 <= {right_keyr1[1:0], right_key1};
always @(posedge VGA_clock)
if(left_keyr[2] ^ left_keyr[1] ^ right_keyr[2] ^ right_keyr[1])
begin
	if(reset==1)
	bar<=0;
	else if(left_keyr[0] > right_keyr[0])
	begin
		if(~&bar)         
			bar <= bar + 6'b111000;	 
	end
	else if(left_keyr[0] < right_keyr[0])
	begin
		if(|bar)         
			bar <= bar - 6'b111000;
	end
	else
		bar <= bar;
end
always @(posedge VGA_clock)
if(left_keyr1[2] ^ left_keyr1[1] ^ right_keyr1[2] ^ right_keyr1[1])
begin
	if(reset==1)
	bar1<=0;
	else if(left_keyr1[0] > right_keyr1[0])
	begin
		if(~&bar1)         
			bar1 <= bar1 + 6'b111000;	 
	end
	else if(left_keyr1[0] < right_keyr1[0])
	begin
		if(|(bar1-192))         
			bar1 <= bar1 - 6'b111000;
	end
	else
		bar1 <= bar1;
end
reg [9:0] ballX = 50;
reg [9:0] ballY = 50;
reg ball_inX, ball_inY;
integer i;
always @(posedge VGA_clock)
if(ball_inX==0) 
   begin
	ball_inX <= (CounterX==ballX) & ball_inY; 
	end
else 
	ball_inX <= !(CounterX==(ballX+16));
always @(posedge VGA_clock)
if(ball_inY==0) 
	ball_inY <= ((CounterY)==(ballY));
else 
	ball_inY <= !(CounterY==(ballY+16));
wire ball = ball_inX & ball_inY;
wire paddle = (CounterX>=(bar+8)) && (CounterX<=(bar+120)) && (CounterY[8:4]==27);
wire paddle1 = (CounterX>=(bar1+8)) && (CounterX<=(bar1+120)) && (CounterY[8:4]==3);
wire border = (CounterX[9:3]==0) || (CounterX[9:3]==79) || (CounterY[8:3]==0) || (CounterY[8:3]==59);
wire bouncing_ball = border | paddle | paddle1;  
wire end_touch = border;
wire paddle_touch = paddle |paddle1;
reg reset_collision;
always @(posedge VGA_clock)
reset_collision <= (CounterY==500) & (CounterX==0);
reg collision_X1, collision_X2, collision_Y1, collision_Y2, top,bottom;
always @(posedge VGA_clock) 
	if(reset_collision) 
		collision_X1<=0; 
	else if(bouncing_ball & (CounterX==ballX) & (CounterY==(ballY+8))) 
		collision_X1<=1;
always @(posedge VGA_clock) 
	if(reset_collision) 
		collision_X2<=0; 
	else if(bouncing_ball & (CounterX==(ballX+16)) & (CounterY==(ballY+8))) 
		collision_X2<=1;
always @(posedge VGA_clock) 
	if(reset_collision) 
		collision_Y1<=0; 
	else if(paddle_touch & (CounterX==(ballX+8)) & (CounterY==ballY)) 
		collision_Y1<=1;
always @(posedge VGA_clock) 
	if(reset_collision) 
		collision_Y2<=0;
	else if(paddle_touch & (CounterX==(ballX+8)) & (CounterY==(ballY+16))) 
		collision_Y2<=1;
always @(posedge VGA_clock) 
	if(reset_collision) 
		top<=0; 
	else if(end_touch & (CounterX==(ballX+8)) & (CounterY==ballY)) 
		top<=1;
always @(posedge VGA_clock) 
	if(reset_collision)
		bottom<=0;
	else if(end_touch & (CounterX==(ballX+8)) & (CounterY==(ballY+16))) 
		bottom<=1;
wire new_ball_position = reset_collision;   
reg ball_dirX=0;
reg ball_dirY=0;
always @(posedge VGA_clock)
if(new_ball_position)
begin
	if(~(collision_X1 & collision_X2))   
		begin
		if(reset==1)
		ballX<=50;
		else
		ballX <= ballX + (ball_dirX ? -3'b100 : 3'b100);
		if(collision_X2) 
				ball_dirX <= 1;
		else if(collision_X1)
				ball_dirX <= 0;
	end
	if(~(collision_Y1 & collision_Y2))
	begin
	if(reset==1)
	   ballY<=50;
	else if(bottom || top)
		 ballY<=ballY;
	else
	begin
		ballY <= ballY + (ball_dirY ? -3'b100: 3'b100);
		end_game<=1;
		if(reset==1)
		ball_dirY<=0;
		else if(collision_Y2)
				begin
				ball_dirY <= 1;
				colour=~colour;
				end
		else if(collision_Y1)
			begin
			ball_dirY <= 0;
			colour=~colour;
			end
		end
	end
end 
assign R = bouncing_ball | ball;
assign G = bouncing_ball| (CounterX[1] ^ CounterY[1]) | ball;
assign B = bouncing_ball | (CounterX[1] ^ CounterY[1]) | ball;
always @(posedge VGA_clock)
begin
 if(((CounterX==ballX) & ball_inY) && (CounterY==ballY))
	begin
		vga_R <= {7{R}};
		vga_G <= {4{G}};
		vga_B <= {8{B}};
	end
	if(((CounterX>=(bar+8)) && (CounterX<=(bar+120)) && (CounterY[8:4]==27)) || ((CounterX>=(bar1+8)) && (CounterX<=(bar1+120)) && (CounterY[8:4]==3)))
	begin
		vga_R <= {2{R}};
		vga_G <= {8{G}};
		vga_B <= {7{B}};
	end
	else if(CounterX[9:3]==0)
	begin
		vga_R <= {7{R}};
		vga_G <= {0{G}};
		vga_B <= {1{B}};
	end
	else if(CounterX[9:3]==79)
	begin
		vga_R <= {7{R}};
		vga_G <= {0{G}};
		vga_B <= {1{B}};
	end
	else if(CounterY[8:3]==0)
	begin
		vga_R <= {7{R}};
		vga_G <= {8{G}};
		vga_B <= {0{B}};
	end
	else if(CounterY[8:3]==59)
	begin
		vga_R <= {0{R}};
		vga_G <= {8{G}};
		vga_B <= {7{B}};
	end
	else if(colour)
	begin
		vga_R <= {8{R}};
		vga_G <= {10{G}};
		vga_B <= {2{B}};
	end
else
	begin
		vga_R <= {8{R}};
		vga_G <= {8{G}};
		vga_B <= {8{B}};
	end
end
endmodule
module clock_divide(clock, VGA_clock);
	input clock; 			 
	output reg VGA_clock;  
	reg q;
	always@(posedge clock)
	begin
		q <= ~q; 
		VGA_clock <= q;
	end
endmodule
module VGA_gen(VGA_clock, CounterX, CounterY, displayArea, h_sync, v_sync, blank_n);
	input VGA_clock;
	output reg [9:0]CounterX, CounterY; 
	output reg displayArea;  
	output v_sync, h_sync, blank_n;
	reg p_hSync, p_vSync; 
	integer porchHF = 640; 	 
	integer syncH = 655;	 
	integer porchHB = 747; 	 
	integer maxH = 793; 	 
	integer porchVF = 480; 	 
	integer syncV = 490; 	 
	integer porchVB = 492; 	 
	integer maxV = 525; 	 
	always@(posedge VGA_clock)
	begin
		if(CounterX === maxH)
			CounterX <= 0;
		else
			CounterX <= CounterX + 1'b1;
	end
	always@(posedge VGA_clock)
	begin
		if(CounterX === maxH)
		begin
			if(CounterY === maxV)
				CounterY <= 0;
			else
			CounterY <= CounterY + 1'b1;
		end
	end
	always@(posedge VGA_clock)
	begin
		displayArea <= ((CounterX < porchHF) && (CounterY < porchVF)); 
	end
	always@(posedge VGA_clock)
	begin
		p_hSync <= ((CounterX >= syncH) && (CounterX < porchHB)); 
		p_vSync <= ((CounterY >= syncV) && (CounterY < porchVB)); 
	end
	assign v_sync = ~p_vSync; 
	assign  h_sync= ~p_hSync;
	assign blank_n = displayArea;
endmodule	
module updateclock(clock, update);
		input clock;
		output reg update;
		reg [21:0] count;
		always @(posedge clock)
			begin
			count <= count + 1'b1;
			if(count == 1777777)
			begin
				update <= ~update;
				count <= 0;
			end
		end
	endmodule
==> summary.txt <==
Combinational Area: 0.00341 sq mm
worst-case clock buffer depth: 2
detail-routed via count per cell: 4.62
initial drt markers: 181
area share of the largest cell type after synthesis: 20.8%
Filler cells: 2,019
worst relative slew slack: 47.9%
result of the run: finished, final reports clean
sequential fraction of the synthesis area: 35.7%
library cell occupying the most area in the post-synthesis netlist: sky130_fd_sc_hd__edfxtp_1
remaining global-route overflow: 0
Hold/Removal Path Class: flop to flop
total routing usage reported by global routing: 11.9%
detailed placement HPWL: 8610 um
R2R Setup Slk: 2.74 ns
Die H: 142 um
cell with the biggest individual delay on the critical path: sky130_fd_sc_hd__clkdlybuf4s50_1
TritonCTS clock tree: built
number of hold violations in the final report: 0
Post-synth top cells: 64 x sky130_fd_sc_hd__ha_1, 60 x sky130_fd_sc_hd__nor2_1, 44 x sky130_fd_sc_hd__dfxtp_1
worst ir drop on vdd: 0.342 mV
area growth from synthesis to layout: 8.98%
area of the placeable core: 0.0194 sq mm
synth top area cells: sky130_fd_sc_hd__edfxtp_1 21%, sky130_fd_sc_hd__dfxtp_1 15%, sky130_fd_sc_hd__ha_1 14%
Gate Count Post-Synth: 642
Routed Antenna Nets: 0
number of cell instances after yosys synthesis: 642
std cell rows: 51
power density normalized to cell area: 36.6 mW/mm^2
routed via count: 4,173
max-slew violation total from the final report: 0
initial cell density of the core: 30.5%
Req. time, crit path: 2.56 ns
Commonest flop: sky130_fd_sc_hd__dfxtp_1
setup ws final: 1.58 ns
area share of fa/ha/maj cells after synthesis: 14.9%
yosys stat chip area: 0.00592 sq mm
Clock Skews: 0.00153 ns
final core utilization: 33.3%
final estimated routing congestion in global placement: 0.804
Fin Setup TNS: 0 ns
Routed met3 length: 102 um
First-pass DRT Iterations: 4
crit-path max FO: 2
post-synthesis compound-gate area fraction: 11.5%
Distinct lib cells used: 58
initial antenna violation count: 0
hold slack: 0.341 ns
overall die width: 142 um
number of global-route vias before repair: 3,881
flip-flop and latch count after synthesis: 85
wire length of the first global-routing pass: 19,200 um
CP Buf/Inv Count: 1
FF/Latch Area: 0.00211 sq mm
area of the mapped netlist: 0.00592 sq mm
share of the clock period used by the worst path: 50.7%
Critical Path Sink Type: output pin
antenna cell count: 0
Final setup violation count: 0
Clock Tree Root: sky130_fd_sc_hd__clkbuf_16
layout cells sized above 1: 3.45%
htree depth: 1
delay of the slowest cell on the worst path: 0.45 ns
number of register pins that no clock reaches: 83
Synth Area in Simple Gates: 19.6%
crit path kind: flop to output pin
number of maximum-capacitance violations: 0
top cell type by instance count after synthesis: sky130_fd_sc_hd__ha_1
shortest clock period the worst path allows after layout: 1.62 ns
RSZ-0062 raised after global routing: no
Post-CTS Hold Fix Bufs: 0
CP startpoint kind: flop
detailed-routing wirelength on met1: 6030 um
largest combinational cell category by area: simple AND/OR/NAND/NOR gates
cells along the critical path: clkdlybuf4s50_1
yosys synthesis warning count: 6
leakage power of the design: 0.00259 uW
post-route DRC violation count: 0
number of flops mapped to enable cells by yosys: 41
Least-Margin Pin Slew: 0.780 ns
XORs/XNORs by Area: 11.5%
number of buffers inserted by post-CTS setup repair: 0
average wire per standard cell: 12.6 um
asr flop ratio synth: 0%
mux share: 0%
Max Used Layer: met4
syn_area_per_cell: 9.22 sq um
routed wl met2: 5170 um
Routed Wire Length: 11,400 um
data arrival time of the worst path: 0.98 ns
clk ins delay skew pair: 0.22 ns
largest net degree at the start of global routing: 84
total die size: 0.0203 sq mm
CP delay by family, top: buffers and inverters
endpoints left unconstrained: 151
number of buffers inserted during clock tree synthesis: 3
clock slew seen by the registers of the worst setup and hold paths: 0.03 ns
tool warnings: 33
pre-CTS setup slack: 1.81 ns
cells resized by post-CTS repair: 0
max frequency: 616 MHz
count of input and output buffers: 33
Ports: 34
final cells by class:
| class | instances | area share (%) |
|---|---|---|
| Clock buffer | 3 | 1.16 |
| Inverter | 43 | 2.50 |
| Multi-Input combinational cell | 470 | 52.9 |
| Sequential cell | 85 | 32.8 |
| Tap cell | 265 | 5.14 |
| Timing Repair Buffer | 37 | 5.59 |
final timing paths:
| kind | from | end | cells after the start |
|---|---|---|---|
| setup / recovery | red.VGA_clock | DAC_clock | 1 |
| hold / removal | red.q | red.VGA_clock | 0 |
| setup reg to reg | red.q | red.q | 1 |
| hold reg to reg | red.q | red.VGA_clock | 0 |
stage by stage:
step | cell area [sq um] | power, uW | instances
after floorplan | 5920 | 39.7 | 642
after global placement | 6380 | 50.7 | 900
after detailed placement | 6380 | 50.7 | 900
after CTS | 6450 | 241 | 903
after global routing | 6450 | 247 | 903
final | 6450 | 236 | 903
registers in the layout (all words and copies together), names as in the netlist, 3 cells and up:
register,cells
right_keyr1,3
bar,6
left_keyr1,3
vga_B,4
gen1.CounterX,10
ballY,8
bar1,6
ballX,8
left_keyr,3
vga_R,3
gen1.CounterY,10
right_keyr,3
per-layer routing:
metal	global-route usage [%]	up-vias
met5	0	-
met4	1.02	0
met3	0.240	2
met2	19.2	22
met1	18.8	1921
li1	-	2228
power by group:
part	internal (uW)	switching, uW	leakage (uW)	total [uW]
Clock	159	27.6	0.0000370	187
Sequential	29.1	0	0.000763	29.1
Combinational	9.72	10.9	0.00179	20.6
cell usage in the layout (no fill, tap or decap), types with 5 or more instances in the layout:
cell,n
sky130_fd_sc_hd__nand2_1,35
sky130_fd_sc_hd__o211ai_1,6
sky130_fd_sc_hd__or3_1,7
sky130_fd_sc_hd__xor2_1,35
sky130_fd_sc_hd__xnor2_1,43
sky130_fd_sc_hd__dfxtp_1,43
sky130_fd_sc_hd__or2_2,6
sky130_fd_sc_hd__nor2_1,60
sky130_fd_sc_hd__nand3_1,25
sky130_fd_sc_hd__nor2b_1,10
sky130_fd_sc_hd__and3_1,10
sky130_fd_sc_hd__a2111oi_0,5
sky130_fd_sc_hd__ha_1,64
sky130_fd_sc_hd__nor3_1,17
sky130_fd_sc_hd__o21ai_0,14
sky130_fd_sc_hd__nand2b_1,10
sky130_fd_sc_hd__edfxtp_1,41
sky130_fd_sc_hd__inv_1,43
sky130_fd_sc_hd__o32ai_1,5
sky130_fd_sc_hd__clkdlybuf4s50_1,33
sky130_fd_sc_hd__a21oi_1,36
sky130_fd_sc_hd__nand4_1,14
sky130_fd_sc_hd__nand3b_1,5
sky130_fd_sc_hd__nor3b_1,5
sky130_fd_sc_hd__a21o_1,8
cells by family after synthesis:
group / Yosys count
AOI/OAI and AO/OA: 100
xor gates and xnor gates: 78
adders and majority gates: 68
buffers and inverters: 87
DFF: 85
and+or+nand+nor: 224
Power and IR drop assume default switching activity.
